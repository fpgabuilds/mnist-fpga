## /design/flow/run.sh

```bash
#!/bin/bash
# OpenROAD 26Q1-2900-gdf79404cd8, Yosys 0.63+post, stock flow scripts
make -C /OpenROAD-flow-scripts/flow DESIGN_CONFIG=/design/flow/config.mk WORK_HOME=/design/flow/orfs finish
```

## /design/flow/config.mk

```make
export PLATFORM = sky130hd
export DESIGN_NAME = aether_register_ff
export DESIGN_NICKNAME = aether_register_ff
export VERILOG_FILES = /design/flow/design.v
export SDC_FILE = /design/flow/constraint.sdc
export NUM_CORES = 4
export LEC_CHECK = 1
export CORE_UTILIZATION = 30
```

## /design/flow/constraint.sdc

```tcl
current_design aether_register_ff

set clk_period 1.5
set clk_io_pct 0.2

create_clock -name clk0 -period $clk_period [get_ports {clk_i}]

set non_clock_inputs [all_inputs -no_clocks]
set_input_delay [expr $clk_period * $clk_io_pct] -clock clk0 $non_clock_inputs
set_output_delay [expr $clk_period * $clk_io_pct] -clock clk0 [all_outputs]
```

## /design/flow/design.v

```verilog
module aether_register_ff #(
    parameter logic [15:0] RegVersnDefault = 16'h6C00,
    parameter logic [15:0] RegHwridDefault = 16'hB2E9,
    parameter logic [15:0] RegMemupDefault = 16'h0000,
    parameter logic [15:0] RegMstrtDefault = 16'h0000,
    parameter logic [15:0] RegMenddDefault = 16'h0000,
    parameter logic [15:0] RegBcfg1Default = 16'h0000,
    parameter logic [15:0] RegBcfg2Default = 16'h0000,
    parameter logic [15:0] RegBcfg3Default = 16'h0000,
    parameter logic [15:0] RegCprm1Default = 16'h0040,
    parameter logic [15:0] RegStatsDefault = 16'h0000
) (
    input logic clk_i,
    input logic rst_i,
    input logic [15:0] reg_memup_i,   
    input logic we_memup_i,   
    input logic [15:0] reg_mstrt_i,   
    input logic we_mstrt_i,   
    input logic [15:0] reg_mendd_i,   
    input logic we_mendd_i,   
    input logic [15:0] reg_bcfg1_i,   
    input logic we_bcfg1_i,   
    input logic [15:0] reg_bcfg2_i,   
    input logic we_bcfg2_i,   
    input logic [15:0] reg_bcfg3_i,   
    input logic we_bcfg3_i,   
    input logic [15:0] reg_cprm1_i,   
    input logic we_cprm1_i,   
    input logic [7:0] reg_stats_lower_i,   
    input logic we_stats_lower_i,   
    input logic [7:0] reg_stats_upper_i,   
    input logic we_stats_upper_i,   
    output logic [15:0] reg_versn_o,   
    output logic [15:0] reg_hwrid_o,   
    output logic [15:0] reg_memup_o,   
    output logic [15:0] reg_mstrt_o,   
    output logic [15:0] reg_mendd_o,   
    output logic [15:0] reg_bcfg1_o,   
    output logic [15:0] reg_bcfg2_o,   
    output logic [15:0] reg_bcfg3_o,   
    output logic [15:0] reg_cprm1_o,   
    output logic [15:0] reg_stats_o    
);
  assign reg_versn_o = RegVersnDefault;
  assign reg_hwrid_o = RegHwridDefault;
  core_d_ff #(
      .Bits(16),
      .ResetValue(RegMemupDefault)
  ) reg_memup_ff (
      .clk_i,
      .rst_i,
      .en_i  (we_memup_i),
      .data_i(reg_memup_i),
      .data_o(reg_memup_o)
  );
  core_d_ff #(
      .Bits(16),
      .ResetValue(RegMstrtDefault)
  ) reg_mstrt_ff (
      .clk_i,
      .rst_i,
      .en_i  (we_mstrt_i),
      .data_i(reg_mstrt_i),
      .data_o(reg_mstrt_o)
  );
  core_d_ff #(
      .Bits(16),
      .ResetValue(RegMenddDefault)
  ) reg_mendd_ff (
      .clk_i,
      .rst_i,
      .en_i  (we_mendd_i),
      .data_i(reg_mendd_i),
      .data_o(reg_mendd_o)
  );
  core_d_ff #(
      .Bits(16),
      .ResetValue(RegBcfg1Default)
  ) reg_bcfg1_ff (
      .clk_i,
      .rst_i,
      .en_i  (we_bcfg1_i),
      .data_i(reg_bcfg1_i),
      .data_o(reg_bcfg1_o)
  );
  core_d_ff #(
      .Bits(16),
      .ResetValue(RegBcfg2Default)
  ) reg_bcfg2_ff (
      .clk_i,
      .rst_i,
      .en_i  (we_bcfg2_i),
      .data_i(reg_bcfg2_i),
      .data_o(reg_bcfg2_o)
  );
  core_d_ff #(
      .Bits(16),
      .ResetValue(RegBcfg3Default)
  ) reg_bcfg3_ff (
      .clk_i,
      .rst_i,
      .en_i  (we_bcfg3_i),
      .data_i(reg_bcfg3_i),
      .data_o(reg_bcfg3_o)
  );
  core_d_ff #(
      .Bits(16),
      .ResetValue(RegCprm1Default)
  ) reg_cprm1_ff (
      .clk_i,
      .rst_i,
      .en_i  (we_cprm1_i),
      .data_i(reg_cprm1_i),
      .data_o(reg_cprm1_o)
  );
  core_d_ff #(
      .Bits(8),
      .ResetValue(RegStatsDefault[7:0])
  ) reg_stats_lower_ff (
      .clk_i,
      .rst_i,
      .en_i  (we_stats_lower_i),
      .data_i(reg_stats_lower_i),
      .data_o(reg_stats_o[7:0])
  );
  core_d_ff #(
      .Bits(8),
      .ResetValue(RegStatsDefault[15:8])
  ) reg_stats_upper_ff (
      .clk_i,
      .rst_i,
      .en_i  (we_stats_upper_i),
      .data_i(reg_stats_upper_i),
      .data_o(reg_stats_o[15:8])
  );
endmodule
module core_d_ff #(
    parameter unsigned Bits = 1,
    parameter logic [Bits-1:0] ResetValue = {Bits{1'b0}}
) (
    input logic clk_i,
    input logic rst_i,
    input logic en_i,
    input logic [Bits-1:0] data_i,
    output logic [Bits-1:0] data_o
);
  always_ff @(posedge clk_i or posedge rst_i) begin
    if (rst_i) begin
      data_o <= {Bits{1'b0}};
    end else if (en_i) begin
      data_o <= data_i;
    end
  end
endmodule
```

==> flow_summary.rst <==
Flow metrics
------------

.. list-table::
   :header-rows: 1

   * - Metric
     - Value
   * - Outcome
     - finished clean
   * - Internal power consumption
     - 8.215 mW
   * - Number of warnings in the stage logs
     - 26
   * - Count of H-tree levels built during CTS
     - 4
   * - Global Route Usage Sum
     - 13.80%
   * - Standard-cell row count
     - 48
   * - Vertical die dimension
     - 136.0 µm
   * - Critical Path, Cell by Cell
     - dlygate4sd2_1
   * - Max Freq
     - 739.1 MHz
   * - Worst path max stage delay
     - 390 ps
   * - Endpoints failing setup
     - 0
   * - Number of antenna violations at the first check in global routing
     - 0
   * - Number of buffers inserted for hold repair after clock tree synthesis
     - 0
   * - Largest type area fraction
     - 59.45%
   * - DR vias
     - 3476
   * - Share of total power consumed by net switching
     - 20.08%
   * - Fraction of power consumed by combinational cells
     - 15.4%
   * - HPWL after detailed placement
     - 9314 µm
   * - Number of buffers and inverters on the critical path
     - 1
   * - Logic depth of the worst path, buffers included
     - 1
   * - Fillcell total
     - 1505
   * - Data required time at the worst endpoint
     - 1200 ps
   * - Number of antenna-violating nets in the routed design
     - 0
   * - Category of the most critical setup path
     - reg -> out
   * - Maximum clock insertion buffer count
     - 2
   * - Placeable core region
     - 0.01742 mm²
   * - Final worst path period need
     - 1353 ps
   * - Finished Layout Cells
     - 854
   * - Cell at the root of the clock tree
     - clkbuf_16
   * - Worst Hold Margin
     - 347.5 ps
   * - Post-Route WL
     - 12580 µm
   * - Most instantiated logic cell after routing
     - clkdlybuf4s50_1
   * - Place WS
     - 17.89 ps
   * - Synthesized area
     - 0.005388 mm²
   * - CTS clk-pin slew, worst paths
     - 60 ps
   * - DIE AREA
     - 0.01850 mm²
   * - Last weighted congestion value of the routability-driven placer
     - 0.7661
   * - Final Max Tran Viols
     - 0
   * - Clock group share of total power
     - 46.0%
   * - Cells in synth_stat.txt
     - 307
   * - Setup crit start kind
     - flip-flop
   * - Maximum vdd ir drop
     - 0.7150 mV
   * - Count of input and output buffers
     - 266
   * - Iteration-0 DRC count of the detailed router
     - 74
   * - Leading cell types by total area after synthesis
     - dfrtp_1 (59%), mux2_4 (20%), mux2_2 (12%), buf_4 (4.5%), buf_12 (2.6%)
   * - Commonest non-fill, non-tap cells in the layout
     - clkdlybuf4s50_1 (138), dlygate4sd2_1 (128), dfrtp_1 (128), mux2_4 (70), mux2_2 (58)
   * - Clock latency on the worst-skew pair
     - 410 ps
   * - Utilization after layout
     - 51.35%
   * - Hold Vio Cnt, Final
     - 0
   * - Maximum fanout encountered on the critical timing path
     - 2
   * - Fraction of final layout cells with drive strength greater than 1
     - 32.11%
   * - Worst clock skew on the final layout
     - 0 ps
   * - Final critical-path share of the clock period
     - 90.21%
   * - Relative contribution of sequential cells to total power
     - 38.5%
   * - Overflow left after global routing
     - 0
   * - PwrDens
     - 1149 mW/mm²
   * - Summed standard-cell area reported by yosys
     - 0.005388 mm²
   * - Synth unique cells
     - 9
   * - Reg2reg path depth
     - 2
   * - Syn avg cell area
     - 17.55 µm²
   * - Max-capacitance violation count
     - 0
   * - Antenna diode count
     - 0
   * - Final non-filler cell area
     - 0.008944 mm²
   * - Data arrival at the endpoint of the critical path
     - 1050 ps
   * - Die outline width
     - 136.0 µm
   * - Synthesized flop and latch total
     - 128
   * - # clock sinks
     - 128
   * - Synthesis-to-layout area growth
     - 66.00%
   * - Number of global-route vias before repair
     - 3652
   * - First-pass GRT wire length
     - 19150 µm
   * - Routed vias/inst
     - 4.070
   * - Synth Instances
     - 307
   * - TritonCTS clock tree
     - built
   * - Minimum setup slack in the final design
     - 146.9 ps
   * - Cell at the slowest stage of the critical path
     - dfrtp_1
   * - Setup repair after global routing missed its margin
     - false
   * - Total leakage power
     - 4.202 nW
   * - Routed len/inst
     - 14.73 µm
   * - Maximum number of pins on one net before global-route repair
     - 61
   * - Count of boundary I/O pins
     - 299
   * - Initial Util
     - 30.93%
   * - Power spent charging and discharging nets
     - 2.064 mW
   * - First-pass iteration count of the detailed router
     - 4
   * - Cts bufs inserted
     - 17
   * - Placed instance count
     - 791
   * - Library cell occupying the most area in the post-synthesis netlist
     - dfrtp_1
   * - Post-detailed-route DRC marker count
     - 0
   * - Synth Seq Share
     - 59.45%
   * - Worst min path class
     - in -> async
   * - Post-Place Cell Area
     - 0.008187 mm²
   * - Number of synthesis warnings
     - 3
   * - CP Capture Type
     - output pin
   * - Critical path's top delay family
     - flip-flops
==> flip-flops by register name, summed over array words and instances (netlist names) <==
name and count:
reg_bcfg1_ff.data_o 16, reg_bcfg2_ff.data_o 16, reg_bcfg3_ff.data_o 16, reg_cprm1_ff.data_o 16, reg_memup_ff.data_o 16, reg_mendd_ff.data_o 16, reg_mstrt_ff.data_o 16, reg_stats_lower_ff.data_o 8
reg_stats_upper_ff.data_o 8
==> power groups by stage <==
stage         clock network, mW  registers (mW)  logic [mW]
CTS                        4.85            3.97        1.62
finish                     4.73            3.96        1.59
global route               5.03            4.01        1.72
==> worst min-delay path: cells and delay by family <==
| family | cells | cell delay [ps] |
|---|---|---|
| buf+inv | 3 | 820 |
==> metrics by stage <==
stage | power (mW) | TNS [ps]
6_report | 10.28 | 0
5_1_grt | 10.76 | 0
4_1_cts | 10.44 | 0
3_5_place_dp | 5.755 | 0
3_3_place_gp | 5.744 | 0
2_1_floorplan | 4.624 | -48800
==> cells in the mapped netlist <==
library cell and number:
conb_1 2, buf_6 7, buf_12 7, dfrtp_1 128
buf_4 32, mux2_4 70, buf_2 2, mux2_2 58
inv_1 1
==> timing repair <==
item	in CTS	in global routing
gates resized	128	0
buffers inserted	31	0
setup endpoints to repair	128	0
==> area by class of cell <==
| class | instances | area [µm²] | area share, % |
|---|---|---|---|
| Sequential cell | 128 | 3203 | 35.81 |
| Clock inverter | 12 | 227.7 | 2.546 |
| Tap cell | 225 | 281.5 | 3.148 |
| Timing Repair Buffer | 308 | 2943 | 32.90 |
| Clock buffer | 20 | 456.7 | 5.106 |
| Multi-Input combinational cell | 160 | 1824 | 20.40 |
| Inverter | 1 | 7.507 | 0.08394 |
==> kinds of logic after synthesis <==
| family | Yosys count | share of synthesized area [%] |
|---|---|---|
| flip-flops | 128 | 59.45 |
| multiplexers | 128 | 31.63 |
| buffers and inverters | 49 | 8.778 |
| other | 2 | 0.1394 |
==> metal layers <==
metal  vias to the layer above  track usage [%]  share of wire, %
li1                       1612                -                 -
met2                       172            21.55                47
met1                      1681            19.39                41
met4                         0            1.975               1.3
met5                         -                0                 0
met3                        11            4.825                10
==> path summary, 6_finish.rpt <==
check	from	end	slack, ps
min in group clk0	reg_bcfg3_ff.data_o[12]	reg_bcfg3_ff.data_o[12]	500
worst min register to register	reg_bcfg3_ff.data_o[12]	reg_bcfg3_ff.data_o[12]	500
worst max register to register	reg_bcfg3_ff.data_o[2]	reg_bcfg3_ff.data_o[2]	620
worst min-delay path	rst_i	reg_bcfg1_ff.data_o[15]	350
worst max-delay path	reg_mstrt_ff.data_o[10]	reg_mstrt_o[10]	150
max in group asynchronous	rst_i	reg_bcfg2_ff.data_o[5]	820
Power is estimated from default activity; no workload was simulated.
